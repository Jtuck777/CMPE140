===== flow/design.v =====
`timescale 1ns / 1ps
module mult32bit(
    input [31:0] X,
    input [31:0] Y,
    output [31:0] Z
    );
    assign Z = X*Y;
endmodule

===== flow/run.sh =====
#!/bin/bash
# OpenROAD 26Q1-2900-gdf79404cd8, Yosys 0.63+post, stock flow scripts
make -C /OpenROAD-flow-scripts/flow DESIGN_CONFIG=/design/flow/config.mk WORK_HOME=/design/flow/orfs finish

===== flow/config.mk =====
export PLATFORM = sky130hd
export DESIGN_NAME = mult32bit
export DESIGN_NICKNAME = mult32bit
export VERILOG_FILES = /design/flow/design.v
export SDC_FILE = /design/flow/constraint.sdc
export NUM_CORES = 4
export LEC_CHECK = 1
export CORE_UTILIZATION = 50

===== flow/constraint.sdc =====
current_design mult32bit

set clk_period 17.3
set clk_io_pct 0.2

create_clock -name clk0 -period $clk_period

set non_clock_inputs [all_inputs -no_clocks]
set_input_delay [expr $clk_period * $clk_io_pct] -clock clk0 $non_clock_inputs
set_output_delay [expr $clk_period * $clk_io_pct] -clock clk0 [all_outputs]

==> reports/metrics.csv <==
stage,metric,value,unit
route,initial DRC count,338,
route,DR vias/cell,5.106,
floorplan,row count,64,
flow_run,Log Warnings,32,
timing,Setup TNS,0,ps
floorplan,I/O pin total,96,
timing,Hold Fails Final Rpt,0,
yosys,post-synth area from yosys stat,0.01580,sq mm
floorplan,area of the core,0.03083,sq mm
worst_setup_path,Worst Path Max Fanout,19,
route,DR DRC count,0,
finish,Top Layout Cells,"fa_1, and2_1, inv_1",
yosys,average size of a mapped cell,9.227,sq um
yosys,Basic Gates by Area,0.2037,
flow_run,max_cap viols,0,
timing,period utilization,0.8572,
clocking,Post-CTS Setup Bufs,0,
worst_setup_path,CP Capture Point,Z[31],
placement,IO buf count,96,
yosys,Adder Area Share,0.6145,
timing,Max Clk Rate,67.44,MHz
status,status,"finished, final reports clean",
placement,Inst Count DP,2151,
finish,"Design Area, Final",0.01715,sq mm
floorplan,Die Y,179.7,um
yosys,"AND-OR/OR-AND Cells, Area Fraction",0.02954,
route,average routed wire per standard cell,17.46,um
placement,gpl congestion,0.8858,
yosys,Top non-seq family,adder cells,
yosys,Syn. warnings,0,
yosys,yosys cell count,1712,
global_routing,initial antenna violation count,0,
global_routing,Tot GR Track Use,0.2663,
placement,Post-DP HPWL,30790,um
floorplan,die area,0.03231,sq mm
finish,flip-flops,0,
finish,Finished Layout Cells,2151,
route,Total Wirelength,37550,um
yosys,Gate Count Post-Synth,1712,
timing,actual slew at the worst max-slew pin,981.8,ps
worst_setup_path,CP arrival,11370,ps
worst_setup_path,Startpoint Class,input port,
yosys,Post-synth mux share,0,
route,Final ANT Viol Nets,0,
finish,# clk buffers,0,
worst_setup_path,worst setup path start,X[13],
timing,Slew HR,0.3434,
route,antenna fix cells,0,
yosys,sequential-to-total area share from yosys stat,0,
route,DR vias,10980,
finish,most numerous logic cell after layout,fa_1,
global_routing,largest net degree at the start of global routing,32,
finish,ratio of cells with drive above 1 in the final layout,0.02279,
hold_path,type of the worst min-delay path,in -> out,
global_routing,vias in the first global route,11910,
floorplan,fp_density,0.5124,
clocking,Post-CTS Resized,0,
global_routing,total grt overflow,0,
yosys,"XOR Share, Synth",0.04713,
timing,Max Slew Vio Count,0,
route,drt first pass iters,26,
timing,final setup fails,0,
finish,Layout fillers,2792,
finish,FF+latch area,0,sq um
clocking,hold_buf cts,0,
finish,Area Growth Syn to Fin,8.570,%
worst_setup_path,critical path class,in -> out,
floorplan,Die W,179.7,um
global_routing,global-route wire length before repair,61960,um
yosys,Unique cell types,44,
timing,Final min period,14830,ps
timing,RSZ-0062 raised after global routing,false,
yosys,Synth Cell Area,0.01580,sq mm
worst_setup_path,Setup crit end kind,output pin,
worst_setup_path,"Data required, critical path",13840,ps
placement,placed cell area,0.01715,sq mm
## cell type report
| cell class | count | area [sq um] | area share |
|---|---|---|---|
| timing repair buffer | 124 | 1171 | 0.06829 |
| tap | 396 | 495.5 | 0.02889 |
| inverter | 359 | 1348 | 0.07857 |
| multi-input combinational | 1272 | 14140 | 0.8243 |
## how the worst min path moves through the flow
stage                 start    to  slack, ps  cells past startpoint
after CTS              X[0]  Z[0]       8130                      4
final                  X[0]  Z[0]       8110                      4
after global routing   X[0]  Z[0]       8180                      4
## Yosys cell counts (2+ instances only)
library cell  count  share of area
a21oi_1          22         0.0070
inv_1           359          0.085
nor3_1            4         0.0013
and3_1            3         0.0012
o21ai_0          13         0.0041
nand2b_1          3         0.0012
a31oi_1           2        0.00079
nand4_1           2        0.00079
o21ai_1           2        0.00063
nor2b_1           3         0.0012
a21o_2            2         0.0011
nand3_1           3        0.00095
o21bai_1          4         0.0019
nand2_1         178          0.042
a21o_1            9         0.0043
fa_1            408           0.52
clkbuf_1         79          0.019
ha_1            123          0.097
and2_1          367           0.15
a211oi_1          4         0.0019
nor2_1           16         0.0038
xor2_1           18          0.010
xnor2_1          67          0.037
## worst max-delay path: stages
cell             delay [ps]
clkdlybuf4s50_1         800
and2_1                  390
fa_1                    560
fa_1                    440
fa_1                    510
inv_1                    50
fa_1                    480
inv_1                    50
fa_1                    490
inv_1                    50
fa_1                    530
inv_1                    50
fa_1                    490
fa_1                    410
ha_1                    380
inv_1                   120
o21ai_1                 260
a21oi_1                  70
nor4bb_1                520
nand4_1                 210
a21oi_1                 290
a21oi_1                 120
xnor2_1                 150
clkdlybuf4s50_1         480
## layer usage
metal,share of wire,global-route usage,up-vias
met2,0.47,0.4073,393
met1,0.42,0.3928,5529
met4,0.0096,0.02103,0
li1,-,-,5039
met3,0.10,0.1149,23
met5,0,0,-
## cells by family after synthesis
| logic type | after synthesis |
|---|---|
| AND-OR/OR-AND | 68 |
| XOR/XNOR | 85 |
| adder cells (fa/ha/maj) | 531 |
| buffers and inverters | 440 |
| AND/OR/NAND/NOR | 588 |
## per-stage QoR
| step | hold slack, ps | setup WS [ps] | util |
|---|---|---|---|
| floorplan | 6997 | 4230 | - |
| global placement | 8119 | 2567 | 0.5563 |
| detailed placement | 8112 | 2418 | 0.5563 |
| CTS | 8125 | 2426 | 0.5563 |
| global route | 8178 | 2015 | 0.5563 |
| finish | 8110 | 2471 | 0.5563 |
